**flow/run.sh**
```bash
#!/bin/bash
# OpenROAD 26Q1-2900-gdf79404cd8, Yosys 0.63+post, stock flow scripts
make -C /OpenROAD-flow-scripts/flow DESIGN_CONFIG=/design/flow/config.mk WORK_HOME=/design/flow/orfs finish
```
**flow/design.v**
```verilog
module CUT(a,b,c,d,i,j);
input a,b,c,d;
output i,j;
wire e,f,g,h;
assign e = a ^ b;
assign f = c ^ d;
assign g = a ^ c;
assign h = b ^ d;
assign i = e & f;
assign j = g | h;
endmodule
module LFSR(
  input clk,
  input rst,	 
  output reg [7:0] LFSR = 255
);
wire feedback = LFSR[7];
parameter SEED = 8'hA5;  
always @(posedge clk or posedge rst)
	begin
	if (rst)
		LFSR <= SEED;  
	else begin
	  LFSR[0] <= feedback;
	  LFSR[1] <= LFSR[0];
	  LFSR[2] <= LFSR[1] ^ feedback;
	  LFSR[3] <= LFSR[2] ^ feedback;
	  LFSR[4] <= LFSR[3] ^ feedback;
	  LFSR[5] <= LFSR[4];
	  LFSR[6] <= LFSR[5];
	  LFSR[7] <= LFSR[6];
	end
end
endmodule
`timescale 1ns/1ps	
module MyDFF(CLK,RST,D, Q);  
  input CLK,RST,D;
  output Q;
  wire CLK, D;
  reg Q;
  always @ (posedge CLK or posedge RST)
  if (RST)
		 Q <= 0;  
  else begin
    Q<=D;
end
endmodule
`timescale 1ns/1ps	
module SDFF(CLK, RST, DI, SI, SE, SO);
  input CLK, RST,DI, SI, SE;
  output SO;
  wire CLK,RST,SE,DI,SI;
  wire muxoutput;
  assign muxoutput=(SE==1)?SI:DI;
  MyDFF dffinstance(CLK, RST,muxoutput, SO);  
endmodule
module TRCUT(clk,RST,si,se,so);
input clk,si,se, RST;
output so;
wire a,b,c,d,i,j;
assign so = d;
SDFF Raj(clk, RST, j, si, se, a);
SDFF Rbi(clk, RST, i, a, se, b);
SDFF Rc(clk, RST, c, b, se, c);
SDFF Rd(clk, RST, d, c, se, d);
CUT cut (
    .a(a),
    .b(b),
    .c(c),
    .d(d),
    .i(i),
    .j(j)
);
endmodule
module TRCUTwithLFSR(SE,RST,CLK,SO);
input SE,RST,CLK;
output SO;
wire SE,RST,CLK,SI,SO;	 
wire [7:0] LFSR_out;  
assign SI = LFSR_out[0]; 	 
TRCUT trcut (.clk(CLK),.si(SI),.se(SE),.RST(RST),.so(SO));
LFSR lfsr (.clk(CLK),.rst(RST),.LFSR(LFSR_out));
endmodule
```
**flow/constraint.sdc**
```tcl
current_design TRCUTwithLFSR

set clk_period 1.8
set clk_io_pct 0.2

create_clock -name clk0 -period $clk_period [get_ports {CLK}]

set non_clock_inputs [all_inputs -no_clocks]
set_input_delay [expr $clk_period * $clk_io_pct] -clock clk0 $non_clock_inputs
set_output_delay [expr $clk_period * $clk_io_pct] -clock clk0 [all_outputs]
```
**flow/config.mk**
```make
export PLATFORM = sky130hd
export DESIGN_NAME = TRCUTwithLFSR
export DESIGN_NICKNAME = TRCUTwithLFSR
export VERILOG_FILES = /design/flow/design.v
export SDC_FILE = /design/flow/constraint.sdc
export NUM_CORES = 4
export LEC_CHECK = 1
export CORE_AREA = 10 10 78 78
export DIE_AREA = 0 0 88 88
```
==> Flow_metrics.wiki <==
== Flow metrics ==
{| class="wikitable"
! Metric !! Value
|-
| Number of buffers inserted for hold repair after clock tree synthesis || 0
|-
| Clock buffer depth || 2
|-
| Number of levels in the clock H-tree || 1
|-
| Vias after detailed routing || between 200 and 250
|-
| Worst voltage drop across the vdd grid || 0.2837 mV
|-
| Total count of max-transition violations in the final report || 0
|-
| Routed wl met3 || 88 um
|-
| Max-capacitance violation count || 0
|-
| Detail Route met2 WL || 217 um
|-
| Library cells used by synthesis || 11
|-
| Chip area in the Yosys report || 419.2 sq um
|-
| Final routed DRC violation total || 0
|-
| Largest net degree at the start of global routing || 13
|-
| Total Routing Usage GR || 1.695%
|-
| Instance count of the mapped netlist || 28
|-
| Routed wirelength normalized by instance count || 6.897 um
|-
| Setup-failing EPs final || 0
|-
| Measured slew at the worst slew-check pin || about 0.42 ns
|-
| Switching part of the total || ~24%
|-
| Number of hold violations in the final report || 0
|-
| Library cell contributing the largest single delay on the critical path || clkdlybuf4s50_1
|-
| Number of vias per cell || 2.471
|-
| Syn avg cell area || 14.97 sq um
|-
| Headroom to the max-slew limit || a little under three quarters
|-
| CTS Sinks || 12
|-
| Post-layout minimum cycle time || between 1 and 1.5 ns
|-
| Worst hold slack || 0.3478 ns
|-
| Core region area || around 4400 sq um
|-
| Cell chain of the critical path || clkdlybuf4s50_1
|-
| Synth Seq Share || between 70% and 80%
|-
| Number of antenna violations at the first check in global routing || 0
|-
| Total inserted antenna cells || 0
|-
| Setup TNS || 0 ns
|-
| Register bit total from synthesis || 12
|-
| Part of the power in combinational logic || 17.3%
|-
| Setup repair after global routing missed its margin || no
|-
| Top sig layer || met4
|-
| First-pass GRT wire length || around 980 um
|-
| Tally of non-filler cells in the final layout || 87
|-
| Worst hold path stage count || 0
|-
| Clk ins delay skew pair || 0.23 ns
|-
| Horizontal die dimension || slightly below 90 um
|-
| Final worst setup slack || 0.3135 ns
|-
| Post-Place Setup Slack || 0.3862 ns
|-
| Fraction of final layout cells sized beyond drive strength 1 || 22.86%
|-
| Worst Setup End Kind || output pin
|-
| IO Count || 4
|-
| Total wire length || approximately 600 um
|-
| Buffer and inverter count on the worst path || 1
|-
| Total overflow reported by the global router || 0
|-
| Data arrival time of the critical path || roughly 1.1 ns
|-
| Kind of cell with the highest combined delay on the critical path || buffers and inverters
|-
| Fp_density || 9.495%
|-
| Kind of launch point of the worst setup path || flip-flop
|-
| Gate Area || 110.1 sq um
|-
| Cts repair resizes || 0
|-
| Maximum clock skew at final layout || 0.004032 ns
|-
| Weighted congestion reported at the end of routability-driven placement || ~0.74
|-
| Filler Cells Inserted || 475
|-
| Share of power burned in registers || 49.0%
|-
| Worst Hold Class || reg -> reg
|-
| Result of the run || finished clean
|-
| Synth-to-layout area growth || 33.43%
|-
| Number of setup buffers added after CTS || 0
|-
| Violation count after the first detailed-route iteration || 8
|-
| Clock root buffer || clkbuf_8
|-
| Area of the die || ~7700 sq um
|-
| Number of search-and-repair iterations in the first detailed-routing pass || 2
|-
| Fmax || 672.7 MHz
|-
| Net switching component of the power || 0.0001728 W
|-
| Placed Instances || 83
|-
| WS Path Type || reg -> out
|-
| Met1 layer wirelength in the final routing || 280 um
|-
| Number of buffers added by the clock tree synthesis step || 3
|-
| Count of synthesis-stage warnings from yosys || 2
|-
| Row cnt || 24
|-
| Required time at the worst-slack endpoint || 1.44 ns
|-
| TritonCTS clock tree || yes
|-
| Clock slew seen by the registers of the worst setup and hold paths || about 0.050 ns
|-
| Count of instantiated cells in the yosys netlist || 28
|-
| Worst Path Max Fanout || 4
|-
| Reg2reg path depth || 3
|-
| Die outline height || slightly below 90 um
|-
| Tool Warnings || 25
|-
| Final instance area || about 560 sq um
|-
| Power per standard cell area || roughly 1300 nW/um^2
|-
| Internal || 0.0005395 W
|-
| Final antenna-violating net count || 0
|-
| Largest stage delay on the critical path || 0.49 ns
|-
| Synth Cell Area || 419.2 sq um
|-
| Via count of the first global-routing pass || 214
|-
| Instance area after placement || 514.2 sq um
|-
| Path length in cells of the critical path || 1
|-
| Detailed placer's ending HPWL || 448.6 um
|-
| Final critical-path share of the clock period || roughly 83%
|-
| Pleak || 0.2535 nW
|-
| Tally of buffers added on design ports || 3
|-
| Part of the power in the clock network || 33.6%
|-
| Storage cell area || 305.3 sq um
|}
## kinds of logic after synthesis
family          Yosys count  synth area share (%)
flops                    12                 72.84
xor+xnor                  6                 12.54
mux                       3                 7.761
buf+inv                   1                0.8947
compound gates            2                 2.388
simple gates              4                 3.583
## cell type report
class                   instances  area share [%]
flip-flops and latches         12           54.59
multi-input cells              15           19.69
inverters                       1          0.6711
repair buffers                  3           5.369
well taps                      52           11.63
clock buffers                   4           8.054
## synthesized netlist by cell type (all sizes together)
library cell  n  area [sq um]
o21ai         2         10.01
nor2          2         7.510
xor2          5         43.79
mux2          2         22.52
mux2i         1         10.01
dfstp         4         105.1
dfrtp         8         200.2
xnor2         1         8.760
nand2         2         7.510
inv           1         3.750
## stage by stage
stage	util [%]	power [W]
2_1_floorplan	-	0.0004336
3_3_place_gp	11.65	0.0004728
3_5_place_dp	11.65	0.0004799
4_1_cts	12.67	0.0007288
5_1_grt	12.67	0.0007587
6_report	12.67	0.0007123
## worst paths after layout
path                       slack [ns]                          startpoint                                 end
setup reg to reg                 0.93  trcut.Rd.dffinstance.Q$_DFFE_PP0P_   trcut.Raj.dffinstance.Q$_DFF_PP0_
min in group asynchronous        0.42                                 RST  trcut.Rd.dffinstance.Q$_DFFE_PP0P_
hold reg to reg                  0.35              lfsr.LFSR[6]$_DFF_PP0_              lfsr.LFSR[7]$_DFF_PP1_
max in group asynchronous        1.05                                 RST              lfsr.LFSR[2]$_DFF_PP1_
hold / removal                   0.35              lfsr.LFSR[6]$_DFF_PP0_              lfsr.LFSR[7]$_DFF_PP1_
setup / recovery                 0.31  trcut.Rd.dffinstance.Q$_DFFE_PP0P_                                  SO
## metal layers
layer	vias up	track usage (%)
li1	102	-
met1	106	2.208
met2	5	1.653
met3	2	1.964
met4	0	0.4348
met5	-	0
## flip-flops by register name, summed over array words and instances (netlist names)
name                     cells
lfsr.LFSR                    8
trcut.Raj.dffinstance.Q      1
trcut.Rbi.dffinstance.Q      1
trcut.Rc.dffinstance.Q       1
trcut.Rd.dffinstance.Q       1
## power by group through the flow
stage         logic, W  registers, W  clock network, W
global route  0.000138      0.000355          0.000265
finish        0.000123      0.000349          0.000240
CTS           0.000128      0.000350          0.000250
## placed cells by master, fill, tap and decap left out
cell	count
clkbuf_8	3
xnor2_1	1
nor2_1	2
dfrtp_1	8
mux2i_1	1
inv_1	1
clkdlybuf4s50_1	3
o21ai_1	2
mux2_1	1
xor2_1	5
clkbuf_1	1
dfstp_2	4
mux2_2	1
nand2_1	2
Power is estimated from default activity; no workload was simulated.
