`/design/flow/config.mk`:
```
export PLATFORM = sky130hd
export DESIGN_NAME = TRCUTwithMISR
export DESIGN_NICKNAME = TRCUTwithMISR
export VERILOG_FILES = /design/flow/design.v
export SDC_FILE = /design/flow/constraint.sdc
export NUM_CORES = 4
export LEC_CHECK = 1
export CORE_AREA = 10 10 108 108
export DIE_AREA = 0 0 118 118
```
`/design/flow/constraint.sdc`:
```
current_design TRCUTwithMISR

set clk_period 1.3
set clk_io_pct 0.2

create_clock -name clk0 -period $clk_period [get_ports {CLK}]

set non_clock_inputs [all_inputs -no_clocks]
set_input_delay [expr $clk_period * $clk_io_pct] -clock clk0 $non_clock_inputs
set_output_delay [expr $clk_period * $clk_io_pct] -clock clk0 [all_outputs]
```
`/design/flow/design.v`:
```
module CUT(a,b,c,d,i,j);
input a,b,c,d;
output i,j;
wire e,f,g,h;
assign e = a ^ b;
assign f = c ^ d;
assign g = a ^ c;
assign h = b ^ d;
assign i = e & f;
assign j = g | h;
endmodule
module LFSR(
  input clk,
  input rst,	 
  output reg [7:0] LFSR = 255
);
wire feedback = LFSR[7];
parameter SEED = 8'hA5;  
always @(posedge clk or posedge rst)
	begin
	if (rst)
		LFSR <= SEED;  
	else begin
	  LFSR[0] <= feedback;
	  LFSR[1] <= LFSR[0];
	  LFSR[2] <= LFSR[1] ^ feedback;
	  LFSR[3] <= LFSR[2] ^ feedback;
	  LFSR[4] <= LFSR[3] ^ feedback;
	  LFSR[5] <= LFSR[4];
	  LFSR[6] <= LFSR[5];
	  LFSR[7] <= LFSR[6];
	end
end
endmodule
module MISR(
  input clk,
  input rst,  
  input so_tap,  
  output reg [15:0] LFSR = 65535
);
wire feedback = LFSR[15];
parameter SEED = 16'h0000;  
always @(posedge clk or posedge rst)
begin
	if (rst)
		LFSR <= SEED;  
	else begin
	  LFSR[0] <= feedback;
	  LFSR[1] <= LFSR[0];
	  LFSR[2] <= LFSR[1] ^ feedback ^ so_tap;
	  LFSR[3] <= LFSR[2] ^ feedback;
	  LFSR[4] <= LFSR[3];
	  LFSR[5] <= LFSR[4] ^ feedback;
	  LFSR[6] <= LFSR[5];
	  LFSR[7] <= LFSR[6];
	  LFSR[8] <= LFSR[7];
	  LFSR[9] <= LFSR[8];
	  LFSR[10] <= LFSR[9];
	  LFSR[11] <= LFSR[10];
	  LFSR[12] <= LFSR[11];
	  LFSR[13] <= LFSR[12];
	  LFSR[14] <= LFSR[13];
	  LFSR[15] <= LFSR[14];
	end
end
endmodule
`timescale 1ns/1ps	
module MyDFF(CLK,RST,D, Q);  
  input CLK,RST,D;
  output Q;
  wire CLK, D;
  reg Q;
  always @ (posedge CLK or posedge RST)
  if (RST)
		 Q <= 0;  
  else begin
    Q<=D;
end
endmodule
`timescale 1ns/1ps	
module SDFF(CLK, RST, DI, SI, SE, SO);
  input CLK, RST,DI, SI, SE;
  output SO;
  wire CLK,RST,SE,DI,SI;
  wire muxoutput;
  assign muxoutput=(SE==1)?SI:DI;
  MyDFF dffinstance(CLK, RST,muxoutput, SO);  
endmodule
module TRCUT(clk,RST,si,se,so);
input clk,si,se, RST;
output so;
wire a,b,c,d,i,j;
assign so = d;
SDFF Raj(clk, RST, j, si, se, a);
SDFF Rbi(clk, RST, i, a, se, b);
SDFF Rc(clk, RST, c, b, se, c);
SDFF Rd(clk, RST, d, c, se, d);
CUT cut (
    .a(a),
    .b(b),
    .c(c),
    .d(d),
    .i(i),
    .j(j)
);
endmodule
module TRCUTwithMISR(SE,RST,CLK,SIGN);
input SE,RST,CLK;
output SIGN;
wire SE,RST,CLK,SI,SIGN,SO;  
wire [7:0] LFSR_out;  
wire [15:0] MISR_bus;  
assign SI = LFSR_out[0]; 	 
assign SIGN = MISR_bus[15];  
TRCUT trcut (.clk(CLK),.si(SI),.se(SE),.RST(RST),.so(SO));
LFSR lfsr (.clk(CLK),.rst(RST),.LFSR(LFSR_out));
MISR misr (.clk(CLK),.rst(RST),.so_tap(SO),.LFSR(MISR_bus));
endmodule
```
`/design/flow/run.sh`:
```
#!/bin/bash
# OpenROAD 26Q1-2900-gdf79404cd8, Yosys 0.63+post, stock flow scripts
make -C /OpenROAD-flow-scripts/flow DESIGN_CONFIG=/design/flow/config.mk WORK_HOME=/design/flow/orfs finish
```
==> run_summary.xml <==
<?xml version="1.0" encoding="UTF-8"?>
<metrics>
  <group name="routing">
    <metric name="detailedRoute.firstIterationViolations" unit="">25</metric>
    <metric name="detailed_route_via_count" unit="">352</metric>
    <metric name="drc" unit="">0</metric>
    <metric name="diodes" unit="">0</metric>
    <metric name="vias_per_cell" unit="">1.90</metric>
    <metric name="dr.pass1.iters" unit="">2</metric>
    <metric name="wire_length_per_cell_after_detailed_routing" unit="um">5.99</metric>
    <metric name="postRouteAntennaNets" unit="">0</metric>
    <metric name="detail_route.wirelength" unit="um">1110</metric>
  </group>
  <group name="synth">
    <metric name="enable_flop_cells" unit="">0</metric>
    <metric name="ys_cells" unit="">47</metric>
    <metric name="synth_cell_type_count" unit="">13</metric>
    <metric name="synthArstFlopShare" unit="%">100</metric>
    <metric name="post_synthesis_area_per_instance" unit="um2">18.3</metric>
    <metric name="yosys_most_used_dff" unit="">sky130_fd_sc_hd__dfrtp_1</metric>
    <metric name="syn-cell-area" unit="um2">862</metric>
    <metric name="postSynthRegisterBits" unit="">28</metric>
    <metric name="yosys-top-cells-area" unit="">sky130_fd_sc_hd__dfrtp_1 (70%), sky130_fd_sc_hd__dfstp_2 (12%), sky130_fd_sc_hd__xor2_1 (7.1%), sky130_fd_sc_hd__xnor2_1 (3.0%), sky130_fd_sc_hd__nor4b_2 (1.7%)</metric>
    <metric name="netlist_top_cells_count" unit="">sky130_fd_sc_hd__dfrtp_1 (24), sky130_fd_sc_hd__xor2_1 (7), sky130_fd_sc_hd__dfstp_2 (4)</metric>
    <metric name="synthMostInstantiatedCell" unit="">sky130_fd_sc_hd__dfrtp_1</metric>
    <metric name="synthesis.yosys.warnings" unit="">3</metric>
    <metric name="synth-seq-area-share" unit="%">81.9</metric>
    <metric name="yosys_top_cell_area_share" unit="%">69.7</metric>
    <metric name="synth_chip_area" unit="um2">862</metric>
    <metric name="synthDominantAreaCellType" unit="">sky130_fd_sc_hd__dfrtp_1</metric>
    <metric name="post_synth_inst_count" unit="">47</metric>
  </group>
  <group name="placed_design">
    <metric name="place_ws" unit="ns">-0.0253</metric>
    <metric name="gpl.final_weighted_congestion" unit="">0.640</metric>
    <metric name="post_dp_cell_area" unit="mm2">0.00108</metric>
    <metric name="placement.io_buffers" unit="">3</metric>
    <metric name="place.detailed.hpwl" unit="um">722</metric>
  </group>
  <group name="status">
    <metric name="status" unit="">complete, no violations</metric>
  </group>
  <group name="hold_path">
    <metric name="hold_path_class" unit="">primary input to asynchronous set/reset pin</metric>
  </group>
  <group name="critical_path">
    <metric name="worst_path_max_delay_cell" unit="">sky130_fd_sc_hd__dfrtp_1</metric>
    <metric name="startpoint_type_of_the_worst_setup_path" unit="">flip-flop</metric>
    <metric name="cp-end-kind" unit="">output port</metric>
    <metric name="crit_cells" unit="">1</metric>
    <metric name="r2r_cells" unit="">3</metric>
    <metric name="capture_instance_of_the_worst_register_to_register_path" unit="">trcut.Rbi.dffinstance.Q</metric>
    <metric name="worst-endpoint-required" unit="ns">1.04</metric>
    <metric name="timing.rr.start" unit="">trcut.Rc.dffinstance.Q</metric>
    <metric name="timing_worst_setup_path_type" unit="">flip-flop to output port</metric>
    <metric name="r2r_setup_slack" unit="ns">0.23</metric>
    <metric name="max_stage_delay" unit="ns">0.39</metric>
    <metric name="data_arrival_time_of_the_critical_path" unit="ns">0.92</metric>
    <metric name="cp_num_buf_inv" unit="">1</metric>
    <metric name="crit_family" unit="">flip-flops</metric>
    <metric name="cp_cell_sequence" unit="">dlygate4sd2_1</metric>
    <metric name="crit_path_max_fanout" unit="">2</metric>
  </group>
  <group name="clock_network">
    <metric name="path_clk_slew" unit="ns">0.09</metric>
    <metric name="cts_tree" unit="">built</metric>
    <metric name="worstSkewPairLatency" unit="ns">0.27</metric>
    <metric name="clock-root-buffer" unit="">sky130_fd_sc_hd__clkbuf_8</metric>
    <metric name="htree_levels" unit="">1</metric>
    <metric name="cts_sinks" unit="">28</metric>
    <metric name="cts-buffers-inserted" unit="">3</metric>
    <metric name="cts_hold_buf" unit="">0</metric>
    <metric name="cts_buffer_depth" unit="">2</metric>
    <metric name="cts_setup_buffers" unit="">0</metric>
  </group>
  <group name="sta">
    <metric name="period_minus_slack" unit="ns">1.18</metric>
    <metric name="finalSetupViolations" unit="">0</metric>
    <metric name="timing.clock.skew" unit="ns">0.00552</metric>
    <metric name="final_min_period_over_clock_period" unit="%">91.1</metric>
    <metric name="timing.final.max_slew_violations" unit="">0</metric>
    <metric name="rsz_0062_raised_after_global_routing" unit="">no</metric>
    <metric name="worstMarginPinSlew" unit="ns">0.246</metric>
    <metric name="post-route-worst-setup-slack" unit="ns">0.116</metric>
    <metric name="hold_violations" unit="">0</metric>
    <metric name="max_freq" unit="MHz">844</metric>
    <metric name="slew_headroom" unit="%">83.5</metric>
  </group>
  <group name="die">
    <metric name="top_level_ports" unit="">4</metric>
    <metric name="row_count" unit="">35</metric>
    <metric name="chipHeight" unit="um">118</metric>
    <metric name="floorplan.core_area" unit="mm2">0.00928</metric>
    <metric name="fp_core_util" unit="%">9.29</metric>
    <metric name="dieArea" unit="mm2">0.0139</metric>
    <metric name="die_x" unit="um">118</metric>
  </group>
  <group name="pwr">
    <metric name="pwr_density_cell" unit="mW/mm2">1970</metric>
    <metric name="ir_drop" unit="mV">0.595</metric>
    <metric name="p_leak" unit="nW">0.483</metric>
  </group>
  <group name="flow_run">
    <metric name="cap_violations" unit="">0</metric>
    <metric name="warnings" unit="">25</metric>
  </group>
  <group name="final_layout">
    <metric name="layout.cell_area.non_filler" unit="mm2">0.00113</metric>
    <metric name="drive_above_1_share" unit="%">21.4</metric>
    <metric name="synthToLayoutAreaGrowth" unit="%">31.6</metric>
  </group>
  <group name="global_routing">
    <metric name="grt_max_degree" unit="">29</metric>
    <metric name="globalRoute.totalOverflow" unit="">0</metric>
    <metric name="vias_in_the_first_global_route" unit="">409</metric>
    <metric name="grt_first_pass_wirelength" unit="um">2100</metric>
    <metric name="globalRouteTotalUtil" unit="%">1.79</metric>
    <metric name="antenna_found_initial" unit="">0</metric>
  </group>
</metrics>
==> stage by stage <==
stage	setup TNS (ns)	hold WS (ns)	std cells	power, mW	util [%]
3_5_place_dp	-0.0392	0.335	181	1.76	11.6
4_1_cts	0	0.318	185	2.27	12.2
5_1_grt	0	0.320	185	2.40	12.2
3_3_place_gp	-0.00622	0.333	181	1.75	11.6
6_report	0	0.309	185	2.24	12.2
2_1_floorplan	0	0.322	47	1.59	-
==> state kept, by name, summed over array words and instances (netlist names) <==
register                 flops
misr.LFSR                   16
lfsr.LFSR                    8
trcut.Raj.dffinstance.Q      1
trcut.Rbi.dffinstance.Q      1
trcut.Rc.dffinstance.Q       1
trcut.Rd.dffinstance.Q       1
==> repair_timing <==
action	4_1_cts	5_1_grt
endpoints found under the setup margin	1	0
hold endpoints to repair	0	0
gates resized	1	0
==> routing by layer <==
metal | GRT usage, % | vias up | routed length [um]
met1 | 2.77 | 176 | 580
met3 | 0.778 | 5 | 62
met4 | 0.386 | 0 | 25
met5 | 0 | - | 0
met2 | 2.20 | 5 | 440
li1 | - | 166 | -
==> cell type report <==
cell class / count / area (um2)
timing repair buffer: 5 / 56.3
multi-input combinational: 18 / 153
tap: 129 / 161
inverter: 1 / 3.75
sequential: 28 / 706
fill: 1065 / 8150
clock buffer: 4 / 55.1
==> cell usage in the layout (no fill, tap or decap), drive strengths merged <==
cell type and n:
dfrtp 24, xor2 7, clkbuf 4, dfstp 4, xnor2 3, clkdlybuf4s50 2, mux2 2, buf 2
o21bai 1, nor4b 1, a21o 1, inv 1, nor2 1, nand2 1, o21ai 1, dlygate4sd2 1
==> report_power, final <==
group	switching (mW)	total [mW]	internal, mW
clock	0.245	0.516	0.271
combinational	0.172	0.386	0.215
sequential	0.150	1.34	1.19
total	0.567	2.24	1.67
==> how the worst max path moves through the flow <==
stage / from / slack [ns] / to
6_report: misr.LFSR[15] / 0.12 / SIGN
4_1_cts: misr.LFSR[15] / 0.08 / SIGN
5_1_grt: misr.LFSR[15] / 0.05 / SIGN
==> cells by family after synthesis <==
logic type	after synthesis	share of synthesized area, %
xor+xnor	10	10.2
buf+inv	1	0.435
compound gates	3	2.32
mux	2	2.61
flops	28	81.9
simple gates	3	2.61
Power and IR drop assume default switching activity.
